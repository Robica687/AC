## /design/flow/design.v

```verilog
`timescale 1ns / 1ps
module process(
    input clk,                 
    input [23:0] in_pix,     
    output reg [5:0] row, col,      
    output reg out_we,              
    output reg [23:0] out_pix,     
    output reg mirror_done = 0,         
    output reg gray_done = 0,         
    output reg filter_done = 0);     
	reg [23:0] cache_pix[1:0];  
	reg[7:0] min_pix, max_pix, r_pix, g_pix, b_pix;  
	reg [5:0] state = 0, next_state = 0;  
   always @(posedge clk) begin
		state = next_state;	 
       case(state) 
			0 : begin  
					out_we = 0;    
					row = 0;
					col = 0; 
					mirror_done = 0;
					gray_done = 0;
					filter_done = 0;
					next_state = 1;
				end 
			1 : begin	
					cache_pix[0] = in_pix;  
					next_state = 2;
				end 					
			2 : begin 
					row = 63 - row;  
					next_state = 3;
				end 
			3 : begin 
					cache_pix[1] = in_pix;  
					next_state = 4;
				end 
			4 : begin 
					out_we = 1;  
					out_pix = cache_pix[0];  
					next_state = 5;
				end 
			5 : begin 
					out_we = 0;  
					row = 63 - row;  
					next_state = 6;
				end 
			6: begin 
					out_we = 1;  
					out_pix = cache_pix[1];  
					next_state = 7;
				end 
			7: begin
					out_we = 0;  
					row = row + 1;  
					next_state = 8;
				end 
			8: begin 
					if(row == 32) begin
						col  = col + 1;  
						row = 0;  
					end
					next_state = 9;
				end 
			9: begin 
					if(col == 0 && row == 0) begin 
						mirror_done = 1;  
						col = 0;
						row = 0;
						cache_pix[0] = 0;
						cache_pix[1] = 0;
						next_state = 10;  
					end else begin 
						next_state = 1;  
					end 
				end
			10	: begin 
						cache_pix[0] = in_pix;  
						next_state = 11;
					end
			11 : begin 
						r_pix = cache_pix[0] >> 16;  
						g_pix = cache_pix[0] >> 8;  
						b_pix = cache_pix[0];  
						next_state = 12;
					end
			12: begin 
						if(r_pix > g_pix && r_pix > b_pix) begin
							max_pix = r_pix;  
						end else if (g_pix > b_pix) begin
							max_pix = g_pix;  
						end else begin
							max_pix = b_pix;  
						end
						if(r_pix < g_pix && r_pix < b_pix) begin
							min_pix = r_pix;  
						end else if (g_pix < b_pix) begin
							min_pix = g_pix;  
						end else begin
							min_pix = b_pix;  
						end
						next_state = 13;
					end
			13 : begin
						cache_pix[1] = (min_pix + max_pix) / 2;
						next_state = 14;
					end
			14 : begin 
						out_we = 1;  
						out_pix = cache_pix[1] << 8;  
						next_state = 15;
					end
			15 : begin 
						out_we = 0;  
						row = row + 1;  
						next_state = 16;
					end
			16: begin 
						if(row == 0) begin
							col = col + 1;  
						end 
						next_state = 17;
					end
			17: begin 
						if(col == 0 && row == 0) begin
							gray_done = 1;  
							next_state = 18;  
						end else begin
							next_state = 10;  
						end 
				end
			18: begin 
					end
		endcase
	end
endmodule
```

## /design/flow/config.mk

```make
export PLATFORM = sky130hd
export DESIGN_NAME = process
export DESIGN_NICKNAME = process
export VERILOG_FILES = /design/flow/design.v
export SDC_FILE = /design/flow/constraint.sdc
export NUM_CORES = 4
export LEC_CHECK = 1
export CORE_UTILIZATION = 40
```

## /design/flow/run.sh

```bash
#!/bin/bash
# OpenROAD 26Q1-2900-gdf79404cd8, Yosys 0.63+post, stock flow scripts
make -C /OpenROAD-flow-scripts/flow DESIGN_CONFIG=/design/flow/config.mk WORK_HOME=/design/flow/orfs finish
```

## /design/flow/constraint.sdc

```tcl
current_design process

set clk_period 7.0
set clk_io_pct 0.2

create_clock -name clk0 -period $clk_period [get_ports {clk}]

set non_clock_inputs [all_inputs -no_clocks]
set_input_delay [expr $clk_period * $clk_io_pct] -clock clk0 $non_clock_inputs
set_output_delay [expr $clk_period * $clk_io_pct] -clock clk0 [all_outputs]
```

==> flow_results.xml <==
<?xml version="1.0" encoding="UTF-8"?>
<metrics>
  <group name="yosys">
    <metric name="synth-edff-count" unit="">132</metric>
    <metric name="synth_top_area_share" unit="%">59.2</metric>
    <metric name="synth.cellmix.simpleShare" unit="%">14.3</metric>
    <metric name="synth.cell_area" unit="mm2">0.00669</metric>
    <metric name="synth.yosys.num_cells" unit="">523</metric>
    <metric name="synth_chip_area" unit="mm2">0.00669</metric>
    <metric name="adder_cell_share_of_the_synthesized_area" unit="%">6.84</metric>
    <metric name="yosys-top-cells-count" unit="">132 x sky130_fd_sc_hd__edfxtp_1, 40 x sky130_fd_sc_hd__and2_1, 35 x sky130_fd_sc_hd__ha_1</metric>
    <metric name="ys_sh_xor" unit="%">1.70</metric>
    <metric name="synthDistinctLibCells" unit="">55</metric>
    <metric name="yosysSeqAreaShare" unit="%">59.2</metric>
    <metric name="synthMuxAreaShare" unit="%">5.20</metric>
    <metric name="ys.flops" unit="">132</metric>
    <metric name="yosysMostFrequentCell" unit="">sky130_fd_sc_hd__edfxtp_1</metric>
    <metric name="async_flop_share" unit="%">0</metric>
    <metric name="logic_family" unit="">simple AND/OR/NAND/NOR gates</metric>
    <metric name="syn-mean-instance-area" unit="um2">12.8</metric>
    <metric name="ys_warn_count" unit="">2</metric>
    <metric name="netlist_instances" unit="">523</metric>
    <metric name="synth_top_cell_by_area" unit="">sky130_fd_sc_hd__edfxtp_1</metric>
    <metric name="ys_top_cells_by_area" unit="">sky130_fd_sc_hd__edfxtp_1 59%, sky130_fd_sc_hd__ha_1 6.5%, sky130_fd_sc_hd__and2_1 3.7%, sky130_fd_sc_hd__mux2i_1 2.8%, sky130_fd_sc_hd__a221o_1 2.5%</metric>
    <metric name="synthAoiAreaFrac" unit="%">9.76</metric>
    <metric name="ys_flop_type" unit="">sky130_fd_sc_hd__edfxtp_1</metric>
  </group>
  <group name="setup_path">
    <metric name="timing.setup.critical_path_class" unit="">register to register</metric>
    <metric name="cp-start-kind" unit="">register</metric>
    <metric name="rr_startpoint" unit="">row[0]</metric>
    <metric name="worst_path_maximum_fanout" unit="">8</metric>
    <metric name="critical_path.startpoint" unit="">row[0]</metric>
    <metric name="critPathRequiredTime" unit="ns">7.05</metric>
    <metric name="arrival" unit="ns">2.99</metric>
    <metric name="critical_path.endpoint_type" unit="">register</metric>
  </group>
  <group name="drt">
    <metric name="detail-route-antenna-nets" unit="">0</metric>
    <metric name="detailedRoute.firstIterationViolations" unit="">264</metric>
    <metric name="dr_total_vias" unit="">4289</metric>
    <metric name="antenna-diode-count" unit="">0</metric>
    <metric name="drc" unit="">0</metric>
    <metric name="routed_via_density" unit="">5.22</metric>
    <metric name="finalWirelength" unit="um">14200</metric>
    <metric name="drt_pre_antenna_iters" unit="">4</metric>
    <metric name="avgRoutedWirePerCell" unit="um">17.3</metric>
  </group>
  <group name="final_timing">
    <metric name="slew_violations" unit="">0</metric>
    <metric name="worst-slew-pin-transition" unit="ns">0.896</metric>
    <metric name="period_used_share" unit="%">41.9</metric>
    <metric name="worst_slew_margin_rel" unit="%">39.6</metric>
    <metric name="totalNegativeSetupSlack" unit="ns">0</metric>
    <metric name="worst_skew" unit="ns">0.0117</metric>
    <metric name="report.final.hold_viol_count" unit="">0</metric>
    <metric name="fmax" unit="MHz">341</metric>
    <metric name="setup_viol" unit="">0</metric>
    <metric name="min_cycle_time_layout" unit="ns">2.94</metric>
    <metric name="grt_setup_unrepaired" unit="">false</metric>
  </group>
  <group name="floorplanning">
    <metric name="core" unit="mm2">0.0161</metric>
    <metric name="die_w" unit="um">131</metric>
    <metric name="boundaryPins" unit="">65</metric>
    <metric name="die_h" unit="um">131</metric>
    <metric name="die_area" unit="mm2">0.0173</metric>
    <metric name="initial_utilization" unit="%">41.5</metric>
    <metric name="rows" unit="">46</metric>
  </group>
  <group name="global_routing">
    <metric name="globalRoute.totalOverflow" unit="">0</metric>
    <metric name="grt_max_degree" unit="">49</metric>
    <metric name="vias_in_the_first_global_route" unit="">4225</metric>
    <metric name="antenna_violations_before_repair" unit="">0</metric>
    <metric name="grt_first_pass_wirelength" unit="um">22800</metric>
    <metric name="global_routing_usage_summed_across_all_routing_layers" unit="%">18.1</metric>
  </group>
  <group name="clocking">
    <metric name="cts_tree" unit="">yes</metric>
    <metric name="worst_skew_pair.late_latency" unit="ns">0.42</metric>
    <metric name="clkSinkCount" unit="">132</metric>
    <metric name="clk_pin_slew" unit="ns">0.06</metric>
    <metric name="hold_buffers" unit="">0</metric>
    <metric name="cts_setup_buffers" unit="">0</metric>
    <metric name="clock_tree.buffer_depth" unit="">2</metric>
    <metric name="h-tree-depth" unit="">4</metric>
    <metric name="cts_root_buffer" unit="">sky130_fd_sc_hd__clkbuf_16</metric>
    <metric name="tritoncts_buffer_count" unit="">17</metric>
    <metric name="post_cts_resized" unit="">0</metric>
  </group>
  <group name="pwr">
    <metric name="vdd_ir_drop_max" unit="uV">152</metric>
    <metric name="total_power" unit="W">0.00188</metric>
    <metric name="pwr_density_cell" unit="mW/mm2">227</metric>
    <metric name="leakage" unit="nW">2.99</metric>
  </group>
  <group name="run">
    <metric name="max_cap_viol_count" unit="">0</metric>
    <metric name="warnings" unit="">27</metric>
  </group>
  <group name="worst_hold_path">
    <metric name="hold_start" unit="">cache_pix[0][2]</metric>
    <metric name="hold_path.class" unit="">register to register</metric>
  </group>
  <group name="placement">
    <metric name="place.port_buffers" unit="">63</metric>
    <metric name="dp_hpwl" unit="um">9730</metric>
    <metric name="routabilityCongestion" unit="">0.845</metric>
  </group>
  <group name="status">
    <metric name="status" unit="">completed</metric>
  </group>
  <group name="cells_and_area">
    <metric name="finalCoreUtilization" unit="%">51.4</metric>
    <metric name="final_layout_size_suffix_gt1_share" unit="%">12.7</metric>
    <metric name="area_growth_syn_to_layout" unit="%">23.8</metric>
  </group>
</metrics>
==> state kept, by name (all words and copies together), names as in the netlist <==
register	cells
b_pix	8
cache_pix	48
col	6
g_pix	8
gray_done	1
max_pix	8
min_pix	8
mirror_done	1
next_state	5
out_pix	24
out_we	1
r_pix	8
row	6
==> logic make-up after synthesis <==
family	after synthesis
mux	33
flops	132
compound gates	89
xor+xnor	13
buf+inv	50
other cells	1
simple gates	169
fa+ha+maj	36
==> power breakdown <==
group / internal, W / switching, W / total (W)
combinational: 0.0000120 / 0.00000379 / 0.0000158
clock: 0.000672 / 0.000335 / 0.00101
sequential: 0.000856 / 0 / 0.000856
==> per-stage QoR <==
stage	area, um2	setup WS (ns)	cells	hold slack [ns]
after detailed placement	7600	4.11	789	0.436
after CTS	8280	4.06	821	0.449
after global routing	8280	3.86	821	0.461
final	8280	4.06	821	0.446
after floorplan	6690	3.19	523	0.426
after global placement	7600	4.18	789	0.430
==> placed cells by master (no fill, tap or decap), types with 3 or more instances in the layout <==
cell type / count
sky130_fd_sc_hd__edfxtp_1: 132
sky130_fd_sc_hd__clkdlybuf4s50_1: 63
sky130_fd_sc_hd__and2_1: 40
sky130_fd_sc_hd__ha_1: 35
sky130_fd_sc_hd__nand2_1: 29
sky130_fd_sc_hd__inv_1: 26
sky130_fd_sc_hd__nor2_1: 26
sky130_fd_sc_hd__o21ai_0: 20
sky130_fd_sc_hd__mux2i_1: 19
sky130_fd_sc_hd__nor3b_1: 18
sky130_fd_sc_hd__a221o_1: 17
sky130_fd_sc_hd__a21oi_1: 17
sky130_fd_sc_hd__clkbuf_16: 17
sky130_fd_sc_hd__mux2_2: 14
sky130_fd_sc_hd__nand2b_1: 13
sky130_fd_sc_hd__buf_4: 11
sky130_fd_sc_hd__nand3_1: 9
sky130_fd_sc_hd__xor2_1: 8
sky130_fd_sc_hd__nor3_2: 6
sky130_fd_sc_hd__bufinv_16: 6
sky130_fd_sc_hd__nor2b_1: 5
sky130_fd_sc_hd__or2_2: 5
sky130_fd_sc_hd__a21o_1: 5
sky130_fd_sc_hd__a22o_1: 5
sky130_fd_sc_hd__xnor2_1: 5
sky130_fd_sc_hd__nand4_1: 5
sky130_fd_sc_hd__clkinv_4: 5
sky130_fd_sc_hd__o22ai_1: 3
sky130_fd_sc_hd__a31o_2: 3
sky130_fd_sc_hd__a22oi_1: 3
==> critical path: stages, from the launching register on <==
cell,delay [ns]
sky130_fd_sc_hd__edfxtp_1,0.47
sky130_fd_sc_hd__inv_1,0.10
sky130_fd_sc_hd__ha_1,0.14
sky130_fd_sc_hd__or4b_4,0.50
sky130_fd_sc_hd__nor4_4,0.47
sky130_fd_sc_hd__a2111oi_1,0.19
sky130_fd_sc_hd__nor3_1,0.69
==> path summary, 6_finish.rpt <==
check,to,slack [ns],depth (start not counted)
worst max register to register,row[5],4.06,6
worst max-delay path,row[5],4.06,6
worst min register to register,b_pix[2],0.45,0
worst min-delay path,b_pix[2],0.45,0
==> final cells by class <==
type / instances / area (um2)
Clock buffer: 18 / 429
Clock inverter: 14 / 249
Fill cell: 1372 / 7830
Inverter: 26 / 97.6
Multi-Input combinational cell: 341 / 2560
Sequential cell: 132 / 3960
Tap cell: 216 / 270
Timing Repair Buffer: 74 / 713
==> metal layers <==
layer,up-vias,track usage (%),share of wire (%)
met4,0,3.10,1.2
met2,150,23.8,42
met1,2025,29.4,46
li1,2102,-,-
met3,12,9.01,10
met5,-,0,0
Power is estimated from default activity; no workload was simulated.
